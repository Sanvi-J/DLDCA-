File: ./run.sh
#!/bin/bash
# OpenROAD 26Q1-2900-gdf79404cd8, Yosys 0.63+post, stock flow scripts
make -C /OpenROAD-flow-scripts/flow DESIGN_CONFIG=/design/flow/config.mk WORK_HOME=/design/flow/orfs finish
File: ./config.mk
export PLATFORM = sky130hd
export DESIGN_NAME = rgbLighter
export DESIGN_NICKNAME = rgbLighter
export VERILOG_FILES = /design/flow/design.v
export SDC_FILE = /design/flow/constraint.sdc
export NUM_CORES = 4
export LEC_CHECK = 1
export CORE_AREA = 10 10 70 70
export DIE_AREA = 0 0 80 80
File: ./constraint.sdc
current_design rgbLighter

set clk_period 1.1
set clk_io_pct 0.2

create_clock -name clk0 -period $clk_period [get_ports {clk}]

set non_clock_inputs [all_inputs -no_clocks]
set_input_delay [expr $clk_period * $clk_io_pct] -clock clk0 $non_clock_inputs
set_output_delay [expr $clk_period * $clk_io_pct] -clock clk0 [all_outputs]
File: ./design.v
module getNextState (
    input [2:0] currentState,
    output [2:0] nextState
);
    assign nextState[0] = ~currentState[0]; 
    assign nextState[1] = currentState[1] ^ (currentState[0]);
    assign nextState[2] = currentState[2] ^ (currentState[1] & currentState[0]);  
endmodule
module threeBitCounter (
    input clk,
    input reset,
    output reg [2:0] count   
);
wire [2:0] next_count;
    getNextState inst (
        .currentState(count),
        .nextState(next_count)
    );
always @(posedge clk) begin
    if(reset)begin
        count<=3'b000;
    end
    else begin
        count <= next_count;
    end
end
endmodule
module counterToLights (
    input [2:0] count,
    output [2:0] rgb
);
assign rgb[2]=(~count[0]&~count[1]&~count[2])|(~count[2]&count[1]&count[0])|(count[2]&~count[1]);
assign rgb[1]=(~count[2]&~count[1])|(~count[2]&count[1]&~count[0])|(count[2]&~count[1]&~count[0]);
assign rgb[0]=(~count[2]&~count[1]&~count[0])|(count[2]&~count[1]&count[0])|(count[1]&~count[0]);
endmodule
module rgbLighter (
    input clk,
    input reset,
    output [2:0] rgb
);
wire [2:0] count;
threeBitCounter inst1 (
        .reset(reset),
        .clk(clk),
        .count(count)
    );
counterToLights inst2 (
        .count(count),
        .rgb(rgb)
    );
endmodule
==> summary.txt <==
run results: run status=complete, but fails checks, failing checks=setup timing, total track usage=1.73%, vias per inst=2.30, Core Util at FP=5.13%, TritonCTS clock tree=yes, Area after DPL=305 um2, Worst EP arrival=1.17 ns, Latency at later pin=0.23 ns, Reg clk slew, reported paths=0.04 ns, top flop regs=inst1.count (3), leakage=0.000157 uW, Power Density=1150 nW/um2, CP required=0.88 ns, Final Worst Setup Slack=-0.289 ns, Placed Cells=73, drt total wl=537 um, CP Launch Type=register, Yosys warnings=1, max incr delay on CP=0.33 ns, post-synth top area cell=dfxtp_1, DRT antenna net count=0, CP most frequent cell=buf_6, DP Wirelength=335 um, Avg Cell Area, Syn=9.22 um2, max-cap violations=0, port buffer count=4, Layout Skew=0.00101 ns, Max IR drop VDD=0.189 mV, largest net degree at the start of global routing=7, H-tree depth=1, max reg flops=3, Area leader share=34.3%, Largest Register=inst1.count, GRT overflow=0, TritonCTS buffer count=3, ANT cells=0, Die Y=80 um, fin. max-slew vios=0, 1st-iter DRT viols=1, clk buf depth=2, Final Util=11.6%, initial antenna violation count=0, unique cell type count in the Yosys netlist=12, Final setup viols=4, cell count after synthesis=19, first-pass GRT wire length=848 um, routability cong.=0.619, FP Rows=21, Synth Seq Share=34.3%, Rel. slew slack=89.1%, M1 GR Usage=1.39%, Mapped Area=175 um2, post-layout minimum cycle time=1.39 ns, core area=3420 um2, met2 Usage GRT=2.57%, top logic cells by instance count in the layout=buf_6 (4), buf_4 (4), clkbuf_4 (3), dfxtp_2 (3), buf_2 (3), root buffer cell=clkbuf_4, Critical Path Fanout Max=4, Post-route DRC=0, crit path cell chain=buf_6, buf_6, a211oi_2, a21oi_1, buf_2, period utilization=126%, OpenROAD warning count=29, nature of the critical path endpoint=output port, #FFs+latches synth=3, wire per inst=6.71 um, DRT Pass-1 Iters=2, RSZ-0062 raised after global routing=yes, GR peak layer=met2, DR vias=184, final hold viol count=0, Design Area, Final=395 um2, vias in the first global route=213, non-filler cells, final=80, fmax=720 MHz, Yosys Instances=19, clock sink count=3, io pins=5, Hold Path Class=register to register, crit path kind=register to output port, dpl ws=-0.363 ns, share of post-route cells with drive strength above 1=73.5%, Crit-path slowest cell=dfxtp_2, die width=80 um, YS chip area=175 um2, Syn-to-layout area delta=126%, grt met3 use=2.16%, Synth area leaders=dfxtp_1 (34%), ha_1 (21%), xnor2_1 (10%), Die ar.=6400 um2, setup TNS=-0.840 ns, Worst Max-Slew Pin Slew=0.163 ns
-- power by group --
group / internal [uW] / switching [uW]
logic: 85.3 / 45.6
registers: 121 / 12.6
clock network: 136 / 53.7
-- synthesized netlist by cell type --
cell      instances
ha_1              3
a21o_2            1
xnor2_1           2
nor2b_1           1
a211oi_1          1
inv_1             2
a21oi_1           1
dfxtp_1           3
a21o_1            1
o21ai_0           1
clkbuf_2          1
nor2_1            2
-- kinds of logic after synthesis --
logic type,count (synthesis),share of synthesized area (%)
buffers and inverters,3,7.14
adders and majority gates,3,21.4
and+or+nand+nor,3,7.86
DFF,3,34.3
xor gates and xnor gates,2,10.0
AOI/OAI and AO/OA,5,19.3
-- layout make-up --
cell class,count,area (um2)
Clock buffer,4,26.3
Timing Repair Buffer,12,100
Fill cell,395,3020
Multi-Input combinational cell,13,140
Sequential cell,3,63.8
Inverter,2,7.51
Tap cell,46,57.6
-- worst max-delay path, delay by kind of cell, from the launching register on --
family                 cells  cell delay, ns
AOI/OAI and AO/OA          2            0.27
DFF                        1            0.33
buffers and inverters      3            0.35
-- repair_timing --
action | 4_1_cts | 5_1_grt
hold buffers | 0 | 0
buffers inserted | 3 | 0
gates resized | 23 | 2
pin swaps | 2 | 2
endpoints found under the setup margin | 3 | 4
-- layer usage --
metal	routed length, um	up-vias
li1	-	91
met1	204	88
met2	226	5
met3	107	0
met4	0	0
met5	0	-
-- through the flow --
| step | power, uW | hold WS [ns] |
|---|---|---|
| after CTS | 461 | 0.522 |
| after global routing | 487 | 0.544 |
| after global placement | 228 | 0.507 |
| final | 454 | 0.526 |
| after detailed placement | 234 | 0.526 |
| after floorplan | 169 | 0.287 |
-- final timing paths --
kind / startpoint / to / slack [ns] / depth (start not counted)
max: inst1.count[0] / rgb[2] / -0.29 / 5
min: inst1.count[0] / inst1.count[0] / 0.53 / 2
max reg2reg: inst1.count[0] / inst1.count[2] / -0.12 / 6
min reg2reg: inst1.count[0] / inst1.count[0] / 0.53 / 2
Power and IR drop assume default switching activity.
