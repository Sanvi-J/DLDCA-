==> design.v <==
module SBox(
    input [3:0]in ,
    output [3:0]out
);
 assign out[0]=(~in[1]&in[0]&~in[3]) | (~in[1]&~in[0]&in[2]) | (~in[0]&in[1]&in[2]) | (~in[0]&in[1]&in[3]) | (in[1]&in[2]&in[3]);
 assign out[1]=(~in[1]&in[0]) | (~in[0]&in[3]&~in[2]) | (~in[1]&~in[2]&~in[3]) | (~in[0]&in[1]&in[2]&~in[3]);
 assign out[2] = (~in[1]&~in[0]&~in[3]) | (~in[1]&in[2]&in[3]) | (~in[2]&in[1]&in[3]) | (~in[0]&in[2]&~in[3]) | (in[1]&in[0]&~in[2]);
 assign out[3] = (~in[1]&in[0]&~in[3]&~in[2]) | (~in[1]&~in[0]&~in[2]&in[3]) | (in[2]&in[0]&in[3]) | (in[1]&in[0]&in[2]) | (in[2]&~in[0]&~in[3]) | (in[1]&in[0]&in[3]);
endmodule
==> run.sh <==
#!/bin/bash
# OpenROAD 26Q1-2900-gdf79404cd8, Yosys 0.63+post, stock flow scripts
make -C /OpenROAD-flow-scripts/flow DESIGN_CONFIG=/design/flow/config.mk WORK_HOME=/design/flow/orfs finish
==> config.mk <==
export PLATFORM = sky130hd
export DESIGN_NAME = SBox
export DESIGN_NICKNAME = SBox
export VERILOG_FILES = /design/flow/design.v
export SDC_FILE = /design/flow/constraint.sdc
export NUM_CORES = 4
export LEC_CHECK = 1
export CORE_AREA = 10 10 70 70
export DIE_AREA = 0 0 80 80
==> constraint.sdc <==
current_design SBox

set clk_period 1.3
set clk_io_pct 0.2

create_clock -name clk0 -period $clk_period

set non_clock_inputs [all_inputs -no_clocks]
set_input_delay [expr $clk_period * $clk_io_pct] -clock clk0 $non_clock_inputs
set_output_delay [expr $clk_period * $clk_io_pct] -clock clk0 [all_outputs]
==> flow_summary.ini <==
; physical design summary
[setup_path]
timing.critical_path.fanout_max = 5
cp-start-kind = input port
max_stage_delay_ns = 0.36
cp_cell_instances = buf_8, nor2b_4, a221o_1, o22ai_2, buf_2
arrival_ns = 1.09
endpoint_kind = output port
worstPathRequired_ns = 1.04
cp_slowest_cell = a221o_1
criticalPathCategory = in2out

[sta]
timing.slew.headroom_pct = 87.55
setup_viol = 2
timing.final.crit_share_pct = 104.2
tightest_slew_ns = 0.1848
rsz_0062_raised_after_global_routing = true
timing_max_transition_violations_final = 0
max_clock_freq_mhz = 738.5
final.min_clock_period_ns = 1.354
hold_violations = 0
worst_hold_slack_ns = 0.8289
setup_ws_ns = -0.05404

[grt]
number_of_global_route_vias_before_repair = 173
gr-usage-all-layers_pct = 1.870
grt_pass1_wl_um = 966
globalRoute.totalOverflow = 0
antenna_found_initial = 0
grt_max_degree = 10

[logic_synthesis]
synth-seq-area-share_pct = 0
post_synth_inst_count = 21
unique_cell_types = 17
syn-cell-area_sq_um = 133.9
xor_area_share_pct = 0
yosys.stat.chipArea_sq_um = 133.9
ys_cells = 21
synth.logic.top_family = AND-OR/OR-AND gates
post_synth.cell_area_avg_sq_um = 6.375
aoi_share_pct = 50.47
yosys_warnings = 0
post_synth_and_or_nand_nor_area_fraction_pct = 37.38
mux_share_pct = 0
ys_sh_adder_pct = 0

[power_and_ir_drop]
pwr_density_cell_mw_per_mm2 = 283.9
total_leakage_power_nw = 0.1557
vdd.ir_drop.worst_uv = 56.03
total_power_uw = 100.5

[finish]
numSequentialCells = 0
area_growth_syn_to_layout_pct = 164.5
final_cell_mix = buf_4 (12), nand2_1 (3), buf_2 (3)
area.sequential_sq_um = 0
clkbuf_count = 0
num-fill-cells = 407
post_route_cells_drive_above_1_share_pct = 57.89
final_layout_top_logic_cell = buf_4

[floorplan]
num_rows = 21
core_utilization_at_floorplan_pct = 3.919
die-width_um = 80
die_height_um = 80
fp.dieArea_sq_mm = 0.006400
design.portCount = 8
area_inside_the_core_boundary_sq_mm = 0.003416

[routing]
postRouteAntennaNets = 0
routed-via-count = 229
antenna_cells = 0
drtIter0Drc = 14
wl_final_um = 655
drcViolationCount = 0
vias_per_cell = 2.726
drt_first_pass_iters = 4
route.detailed.wl_per_inst_um = 7.798

[run]
max_cap_viols = 0
stage_log_warnings = 34

[clock_tree]
holdBufCountCts = 0

[place]
detailedPlace.worstSlack_ns = -0.9309
globalplace.congestion = 0.6992
port_buffers = 8
dp.final_hpwl_um = 514.4

[hold_path]
whs_endpoint = out[1]
worst_hold_path.num_cells = 3
timing.hold.worst.class = in2out
hp-start = in[2]

[run_status]
failed_checks = negative setup slack
result_of_the_run = finished, violations left
## cell type report
type	count	area, sq um	area share, %
inverter	1	3.754	1.060
multi-input combinational	18	137.6	38.87
tap	46	57.56	16.25
timing repair buffer	19	155.1	43.82
## layer usage
| metal | GRT usage (%) | vias up | wire [um] |
|---|---|---|---|
| met1 | 3.296 | 103 | 348 |
| li1 | - | 112 | - |
| met3 | 0.1136 | 0 | 42 |
| met4 | 0 | 0 | 0 |
| met5 | 0 | - | 0 |
| met2 | 2.408 | 14 | 264 |
## how the worst max path moves through the flow
stage,from,to,slack [ns]
CTS,in[3],out[3],-0.08
finish,in[0],out[3],-0.05
global route,in[0],out[3],-0.10
## synthesized netlist by cell type
cell type  number  area share (%)
buf_2           1             3.7
buf_4           1             5.6
nand2b_1        2             9.3
o21bai_1        1             5.6
inv_1           1             2.8
o21ai_0         2             7.5
o22ai_2         1             9.3
nor3b_1         1             5.6
a221o_1         1             7.5
nand2_1         3             8.4
nor2b_1         1             4.7
a31oi_1         1             4.7
or3b_1          1             6.5
nor2_1          1             2.8
o221ai_1        1             6.5
a22oi_1         1             5.6
a21oi_1         1             3.7
## per-stage QoR
stage | instance area [sq um] | util [%] | setup TNS, ns | cells
after floorplan | 133.9 | - | 0 | 21
after global placement | 311.5 | 9.121 | -3.315 | 80
after detailed placement | 311.5 | 9.121 | -3.402 | 80
after CTS | 332.8 | 9.744 | -0.08017 | 83
after global routing | 354.1 | 10.37 | -0.2146 | 84
final | 354.1 | 10.37 | -0.06924 | 84
## repair_timing
action                     4_1_cts  5_1_grt
hold endpoints to repair         0        0
setup buffers                    3        1
setup endpoints to repair        4        3
resized                         35        4
pin swaps                        6        4
## kinds of logic after synthesis
logic type | Yosys count
simple gates | 9
compound gates | 9
buf+inv | 3
## power breakdown
| part | switching (mW) | total (mW) | internal, mW |
|---|---|---|---|
| registers | 0 | 0 | 0 |
| clock network | 0 | 0 | 0 |
| logic | 0.0382 | 0.101 | 0.0624 |
## worst max-delay path, delay by kind of cell
kind,cells,cell delay (ns)
AOI/OAI and AO/OA,2,0.50
buffers and inverters,2,0.22
and+or+nand+nor,1,0.11
Power figures rest on the tool's default switching activity, not on a simulated workload.
